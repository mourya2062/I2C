==> ./design.v <==
module Sync_FIFO
#(
	parameter data_width 		= 8		,	 
	parameter fifo_depth 		= 64		,	 
	parameter fifo_depth_bits	= 6			 
)
	(
		input  				clock			,
		input  				reset            	,
		input  				wr_req 			,
		input  [data_width-1:0] 	wr_data			,
		input  				rd_req            	,
		output reg [data_width-1:0]	rd_data			,
		output  			full            	,
		output  			empty            	,
		output  reg			overflow            	,
		input  				clear_overflow_request  ,
		output [fifo_depth_bits-1:0]	wr_index   		,
		output [fifo_depth_bits-1:0]	rd_index   
	);
	reg [data_width-1:0] memory [0:fifo_depth-1]			; 
	reg [fifo_depth_bits:0] 	wr_index_counter   		;  
	reg [fifo_depth_bits:0]  	rd_index_counter 		;
	wire full_sig  							;
	wire empty_sig 							;
	always @(posedge clock)
	begin
		if(reset == 1'b1) 
		begin
			wr_index_counter	<= {fifo_depth_bits{1'b0}}	;
		end
		else if(wr_req == 1'b1 && full_sig == 1'b0) 
		begin
			memory[wr_index_counter[fifo_depth_bits-1:0]]	<=	wr_data					;
			if((wr_index_counter[fifo_depth_bits] == 1'b1) && (rd_index_counter[fifo_depth_bits] == 1'b1) && (rd_req == 1'b1))
				wr_index_counter 	<= {1'b0,wr_index_counter[fifo_depth_bits-1:0]+1}	;
			else
				wr_index_counter 	<=  wr_index_counter + 1'b1							;
		end 
		else if((wr_index_counter[fifo_depth_bits] == 1'b1) && (rd_index_counter[fifo_depth_bits] == 1'b1) && (rd_req == 1'b1))
			wr_index_counter <= {1'b0,wr_index_counter[fifo_depth_bits-1:0]}			;
	end 
	always @(posedge clock)
	begin
		if(reset == 1'b1)
		begin
			rd_index_counter	<= {fifo_depth_bits{1'b0}}				;
			rd_data			<= {data_width{1'b0}}					;
		end	
		else if(rd_req == 1'b1 && empty_sig != 1'b1) 
		begin
			rd_data			<=	memory[rd_index_counter[fifo_depth_bits-1:0]]	;
			if(rd_index_counter[fifo_depth_bits] == 1'b1)
				rd_index_counter<=  {1'b0,rd_index_counter[fifo_depth_bits-1:0]+1}	; 
			else
				rd_index_counter<=  rd_index_counter + 1'b1				;
		end 
	end 
	assign full_sig 	= ((wr_index_counter[fifo_depth_bits-1:0] == rd_index_counter)&& (wr_index_counter[fifo_depth_bits] == 1))?1'b1 :1'b0						; 
	assign empty_sig 	= ((wr_index_counter[fifo_depth_bits-1:0] == rd_index_counter)&& (wr_index_counter[fifo_depth_bits] != 1))?1'b1 :1'b0						; 
	assign wr_index 	= wr_index_counter[fifo_depth_bits-1:0]																		;
	assign rd_index 	= rd_index_counter																		;
	assign full 		= full_sig																				;
	assign empty 		= empty_sig 																			;
	always @(posedge clock)
	begin
		if(reset == 1'b1)  
			overflow <=	 1'b0 	;
		else if(clear_overflow_request == 1'b1)
			overflow <=	 1'b0 	;
		else if(full_sig == 1'b1 && wr_req == 1'b1) 
			overflow <=  1'b1	;
	end 
endmodule 
==> ./run.sh <==
#!/bin/bash
# OpenROAD 26Q1-2900-gdf79404cd8, Yosys 0.63+post, stock flow scripts
make -C /OpenROAD-flow-scripts/flow DESIGN_CONFIG=/design/flow/config.mk WORK_HOME=/design/flow/orfs finish
==> ./config.mk <==
export PLATFORM = sky130hd
export DESIGN_NAME = Sync_FIFO
export DESIGN_NICKNAME = Sync_FIFO
export VERILOG_FILES = /design/flow/design.v
export SDC_FILE = /design/flow/constraint.sdc
export NUM_CORES = 4
export LEC_CHECK = 1
export CORE_UTILIZATION = 40
==> ./constraint.sdc <==
current_design Sync_FIFO

set clk_period 17.4
set clk_io_pct 0.2

create_clock -name clk0 -period $clk_period [get_ports {clock}]

set non_clock_inputs [all_inputs -no_clocks]
set_input_delay [expr $clk_period * $clk_io_pct] -clock clk0 $non_clock_inputs
set_output_delay [expr $clk_period * $clk_io_pct] -clock clk0 [all_outputs]
==> job_summary.md <==
### Flow metrics

| Metric | Value |
|---|---|
| Outcome | finished, final reports clean |
| CTS tree | done |
| Min Tclk post-route | 6.14 ns |
| H-tree depth | 2 |
| RD Place Congestion | 0.896 |
| P per Cell Area | 121 nW/µm² |
| Yosys top cell area share | 72.3% |
| Post-route ant nets | 0 |
| Fmax | 163 MHz |
| Num rows | 84 |
| Largest net degree at the start of global routing | 52 |
| Post-cts gate resize count | 0 |
| Most frequent cells after synthesis | edfxtp_1 (512), mux4_2 (115), nor2_1 (98), mux2i_1 (43), buf_2 (26) |
| Slew headroom | 28.7% |
| WS Path Type | register to output pin |
| Die height | 233 µm |
| Share of layout cells above drive strength 1 | 20.9% |
| Most used DFF post-synth | edfxtp_1 |
| Critical Path Sink Type | output pin |
| First-pass GRT wire length | 75.7 mm |
| LEAKAGE | 7.21 nW |
| Mapped Cells | 1085 |
| CTS clock-pin slew for the worst setup and hold paths | 0.06 ns |
| Peak VDD IR | 0.0000707 V |
| Initial DRT Pass Iterations | 5 |
| Crit path DAT | 2.66 ns |
| DR vias | 10500 |
| Synth area leader | edfxtp_1 |
| Maximum root-to-sink buffer count | 3 |
| Drt drc | 0 |
| Final Cycle Share | 35.3% |
| Total congestion overflow | 0 |
| Fillers | 4364 |
| TritonCTS sink count | 535 |
| Iteration-0 DRC Markers | 723 |
| Syn_area_per_cell | 19.6 µm² |
| Slew @ Worst Pin | 1.04 ns |
| Registers, synthesis | 535 |
| Fin Setup TNS | 0 ns |
| IO Count | 36 |
| RSZ-0062 raised after global routing | false |
| Yosys warns | 1 |
| CP Max Fanout | 33 |
| Post-layout util | 45.5% |
| YS chip area | 21300 µm² |
| CTS Hold Bufs | 0 |
| Largest cells by area after synthesis | edfxtp_1 (72%), mux4_2 (12%), dfxtp_1 (2.2%), mux2i_1 (2.0%), nor2_1 (1.7%) |
| Pins Over Slew Limit | 0 |
| Postcts setup bufs | 0 |
| Sequential-to-total area share from yosys stat | 74.4% |
| Post-Syn Area | 21300 µm² |
| Endpoints failing setup | 0 |
| Worst Path Required | 13.92 ns |
| Fp util | 40.5% |
| Hold Fails Final Rpt | 0 |
| Critical Path Source Type | register |
| Vias per inst | 5.63 |
| Maxcap violations | 0 |
| Initial antenna violation count | 0 |
| Worst-skew pair later-pin latency | 0.61 ns |
| Ys cells | 1085 |
| Total CTS buffers | 54 |
| Area growth syn-to-layout | 12.4% |
| Post-synth EDFFs | 512 |
| Synth cell types | 54 |
| Clock Skews | 0.0212 ns |
| Clk root buf | clkbuf_16 |
| Port Buffer Count | 35 |
| Chip Width | 233 µm |
| Async SR Flop Fraction | 0% |
| Core Area | 52600 µm² |
| WL final | 51.2 mm |
| Die Size | 54100 µm² |
| Vias in the first global route | 11700 |
| HP Class | register to register |
| # diodes | 0 |
| Yosys top cell by instances | edfxtp_1 |
| OpenROAD warnings | 25 |
| Routed len/inst | 27.6 µm |
| Gr usage total | 21.6% |
| Detailed Place HPWL | 31.4 mm |
-- final cells by class --
| cell class | instances | area (µm²) | area share (%) |
|---|---|---|---|
| flip-flops and latches | 535 | 15800 | 66.3 |
| multi-input cells | 468 | 4850 | 20.3 |
| clock buffers | 65 | 1460 | 6.09 |
| well taps | 688 | 861 | 3.60 |
| repair buffers | 61 | 505 | 2.12 |
| clock inverters | 37 | 369 | 1.54 |
| inverters | 2 | 7.51 | 0.0314 |
-- final timing paths --
check	to	slack [ns]	cells past startpoint	startpoint
worst max-delay path	full	11.26	4	rd_index_counter[0]
worst min-delay path	rd_index_counter[6]	0.51	2	rd_index_counter[6]
worst max register to register	rd_data[5]	13.59	7	rd_index_counter[0]
worst min register to register	rd_index_counter[6]	0.51	2	rd_index_counter[6]
-- cell families (layout without fill, tap and decap cells) --
group,after synthesis,count (layout),synth area share [%]
simple gates,192,192,4.29
compound gates,90,90,3.00
mux,170,170,14.8
flops,535,535,74.4
xor+xnor,14,14,0.576
fa+ha+maj,2,2,0.118
buf+inv,82,165,2.74
-- placed cells by master (no fill, tap or decap), types with 4 or more instances in the layout --
| master | instances |
|---|---|
| xnor2_1 | 9 |
| nor2b_1 | 12 |
| clkbuf_16 | 57 |
| bufinv_16 | 8 |
| nand3b_1 | 5 |
| dfxtp_1 | 20 |
| nand2_1 | 24 |
| o21ai_0 | 5 |
| mux2i_1 | 43 |
| nor2_1 | 98 |
| or4_1 | 5 |
| xor2_1 | 5 |
| buf_4 | 26 |
| mux4_2 | 115 |
| clkdlybuf4s50_1 | 27 |
| clkinv_2 | 10 |
| a311oi_1 | 6 |
| nor3_1 | 6 |
| buf_2 | 8 |
| a211oi_1 | 16 |
| nand2b_1 | 5 |
| nand3_1 | 14 |
| o22ai_1 | 21 |
| edfxtp_1 | 512 |
| clkinv_1 | 17 |
| a21oi_1 | 9 |
| or4b_1 | 4 |
| mux2_2 | 6 |
| or3b_2 | 4 |
| mux2_1 | 6 |
| o211ai_1 | 4 |
| a2111oi_0 | 7 |
| a22oi_1 | 6 |
| clkbuf_1 | 8 |
-- where the power goes --
part           switching, mW  leakage [nW]  internal [mW]
Combinational          0.145          1.52          0.133
Clock                  0.472         0.891          0.711
Sequential            0.0217          4.79           1.42
Total                  0.639          7.21           2.26
-- through the flow --
step	total power, mW	hold WS [ns]	setup slack (ns)	cells	area [µm²]
detailed placement	1.75	0.490	11.10	1754	22100
CTS	2.93	0.499	11.20	1856	23900
finish	2.90	0.508	11.26	1856	23900
global route	2.99	0.551	11.02	1856	23900
floorplan	1.68	0.454	12.32	1085	21300
global placement	1.75	0.480	11.21	1754	22100
-- metal layers --
metal | vias to the layer above | track usage, % | wire length (µm)
li1 | 4493 | - | -
met1 | 5155 | 27.4 | 17700
met2 | 723 | 30.4 | 23200
met3 | 82 | 16.8 | 8880
met4 | 2 | 4.47 | 1350
met5 | - | 1.56 | 54
-- state kept, by name, summed over array words and instances (netlist names) --
signal	cells
memory	512
rd_data	8
rd_index_counter	7
wr_index_counter	7
overflow	1
-- critical path: stages (launching register included) --
cell and delay (ns):
dfxtp_4 0.76, xnor2_1 0.19, nand3_1 0.35, nor2_1 0.25, clkdlybuf4s50_1 0.49
Power and IR drop assume default switching activity.
